==> design.v <==
`timescale 10ns/1ns 
module FIFO1 #(parameter DATA_WIDTH=35,ADDR_WIDTH=32)(
  input clk_wr,clk_rd, rst_n,
  input [DATA_WIDTH-1:0] DataIn,
  output   [DATA_WIDTH-1:0] DataOut,
 (*keep=1*) output empty,
 (*keep=1*)  output full,
  input rden, wren,clear,
  output reg [ADDR_WIDTH-1:0] wrptr,
  output reg [ADDR_WIDTH-1:0] rdptr
	);
	reg [DATA_WIDTH-1:0] fifo_array[(2**ADDR_WIDTH)-1:0];
	reg rden_ack=1'b0;
	reg wren_ack=1'b0;
always@(posedge clk_wr)
begin
	if(!rst_n)
		begin
			wrptr={ADDR_WIDTH{1'b0}};
		end
	else if (clear)
		wrptr={ADDR_WIDTH{1'b0}};
	else if (wren & !full & wren_ack ==1'b0) begin  
		fifo_array[wrptr]=DataIn;
		wrptr=wrptr+1'b1;
	end
end	
always@(posedge clk_rd)
begin
	if(!rst_n)
		rdptr={ADDR_WIDTH{1'b0}};
	else if (clear)
		rdptr={ADDR_WIDTH{1'b0}};	
	else if (rden & rden_ack ==1'b0 & !empty)  
		rdptr=rdptr+1'b1;
end	
always @(posedge clk_rd) begin
	if (!rden & rden_ack)
		rden_ack = 1'b0;
	else if (rden & !rden_ack)
		rden_ack = 1'b1;
end
always @(posedge clk_wr) begin
	if (!wren & wren_ack)
		wren_ack = 1'b0;
	else if (wren & !wren_ack)
		wren_ack = 1'b1;
end
assign DataOut=fifo_array[rdptr];
assign full = (  ((wrptr +1'b1) == {1'b1,rdptr} )| ((wrptr + 1'b1) == rdptr) )?1'b1:1'b0;
assign empty = (wrptr==rdptr)?1'b1:1'b0;
endmodule
==> run.sh <==
#!/bin/bash
# OpenROAD 26Q1-2900-gdf79404cd8, Yosys 0.63+post, stock flow scripts
make -C /OpenROAD-flow-scripts/flow DESIGN_CONFIG=/design/flow/config.mk WORK_HOME=/design/flow/orfs finish
==> config.mk <==
export PLATFORM = sky130hd
export DESIGN_NAME = FIFO1
export DESIGN_NICKNAME = FIFO1
export VERILOG_FILES = /design/flow/design.v
export SDC_FILE = /design/flow/constraint.sdc
export NUM_CORES = 4
export LEC_CHECK = 1
export CORE_UTILIZATION = 30
==> constraint.sdc <==
current_design FIFO1

set clk_period 8.4
set clk_io_pct 0.2

create_clock -name clk0 -period $clk_period [get_ports {clk_rd}]
create_clock -name clk1 -period $clk_period [get_ports {clk_wr}]

set non_clock_inputs [all_inputs -no_clocks]
set_input_delay [expr $clk_period * $clk_io_pct] -clock clk0 $non_clock_inputs
set_output_delay [expr $clk_period * $clk_io_pct] -clock clk0 [all_outputs]
==> Changelog: implementation <==
### Changed

- Crit path DAT: 4.10 ns
- PwrDens: 151 mW/mm^2
- Most frequent cells in the layout: clkdlybuf4s50_1, edfxtp_1, nor2_1
- Syn. warnings: 1
- Top area cell types: edfxtp_1, dfxtp_1, xnor2_1
- HPWL after DPL: 15400 um
- Max incr delay on CP: 0.67 ns
- Synth unique cells: 70
- Met1 Wirelength: 9630 um
- Worst setup margin: 2.62 ns
- Clock Skew: 0.0164 ns
- Remaining global-route overflow: 0
- Critical Path Source Type: register
- Initial DRT Pass Iterations: 5
- Post-Route WL: 21000 um
- Largest net degree at the start of global routing: 60
- Final Power: 1.37 mW
- Final RePlAce weighted congestion: 0.996
- Placed Area: 0.00861 mm^2
- Setup crit end kind: primary output
- Layout cells sized above 1: 0.120
- Final Setup Violations: 0
- Number of inserted diodes: 0
- Area leader share: 0.300
- Mapped Cells: 677
- DP Worst Slack: 3.06 ns
- Synth async-reset ratio: 0
- Io pins: 142
- Yosys chip area: 0.00700 mm^2
- Worst-Margin Slew: 0.743 ns
- DRT antenna net count: 0
- Postcts setup bufs: 0
- RSZ-0062 raised after global routing: no
- Number of global-route vias before repair: 5224
- Fill count: 2232
- Post-synth seq share: 0.489
- Post-CTS Resized: 0
- Net Sw Power: 0.292 mW
- Die height: 155 um
- CTS tree: done
- Routed length per instance: 18.9 um
- DR DRC count: 0
- GRT Total Usage: 0.184
- Commonest Layout Cell: clkdlybuf4s50_1
- Switching share of total power: 0.213
- Row count: 55
- Core ar.: 0.0228 mm^2
- Worst Path Buf+Inv: 1
- Mean Syn Cell Area: 10.3 um^2
- Clock network fraction of total power: 0.447
- Status: finished, final reports clean
- First-pass GRT wire length: 32200 um
- Final Hold Violation Tally: 0
- Crit path max-delay family: simple AND/OR/NAND/NOR gates
- Initial antenna violation count: 0
- Chip Footprint: 0.0240 mm^2
- Synth area leader: edfxtp_1
- Count of input and output buffers: 140
- Comb power frac: 0.041
- Post-Layout Inst Area: 0.00907 mm^2
- 1st-iter DRT viols: 370
- Tool warnings: 27
- TNS Setup: 0 ns
- Slowest stage cell, crit path: or4_4
- Max cap viols: 0
- CTS Sinks: 136
- Final number of max-transition violations: 0
- Area growth from synthesis to layout: 29.5%
- Max layer used: met4
- Slew headroom: 0.500
- Kind of critical path: reg -> out
- Cell count listed in synth_stat.txt: 677
- Die Wd: 155 um
- DR vias: 5627
- Met2 wire len: 9350 um
- Mapped Area: 0.00700 mm^2
- Seq cells post-synth: 136
- Met3 wire length: 1680 um
- Worst hold path class: reg -> reg
- Number of enable flip-flop cells: 70
- Clk slew on worst S/H paths: 0.07 ns
- FP Util: 0.307
- Commonest flop: edfxtp_1
- WP data required: 6.72 ns
- Worst path cell trace: ha_1 > nand3_4 > or4_4 > a2111oi_0 > o22ai_1 > nor4_1 > and4b_1 > and2_1 > clkdlybuf4s50_1
- Max rail drop VDD: 0.0000865 V
- Vias/cell: 5.06
- Leakage: 2.92 nW
- Worst-path maximum fanout: 12
- Int Pwr: 1.08 mW
- Post-CTS Hold Buffers: 0
- Register share of total power: 0.512
==> synth_stat cells, drive strengths merged, types with 2 or more instances <==
| cell type | n |
|---|---|
| o21ai | 15 |
| o22ai | 5 |
| nor3 | 14 |
| edfxtp | 70 |
| nand4 | 27 |
| a311oi | 2 |
| nor4 | 21 |
| buf | 29 |
| a21oi | 24 |
| or2 | 3 |
| nor2b | 3 |
| mux2i | 5 |
| a31o | 9 |
| nand3 | 25 |
| clkbuf | 21 |
| xor2 | 24 |
| nand2 | 45 |
| o21a | 2 |
| a31oi | 2 |
| a2111oi | 3 |
| o211a | 2 |
| dfxtp | 66 |
| nor4b | 2 |
| xnor2 | 53 |
| mux2 | 35 |
| a211oi | 12 |
| and3 | 17 |
| and2 | 4 |
| ha | 3 |
| nor2 | 67 |
| nor3b | 2 |
| or3 | 13 |
| o31ai | 2 |
| or4bb | 2 |
| nand2b | 5 |
| inv | 13 |
| nor4bb | 2 |
| a21o | 2 |
| or4 | 6 |
| and4 | 7 |
| a22oi | 2 |
==> routing by layer <==
metal / vias to the layer above / track usage
met3: 20 / 0.0519
met1: 2700 / 0.281
met5: - / 0
li1: 2714 / -
met4: 0 / 0.0283
met2: 193 / 0.272
==> per-stage QoR <==
stage	util	hold slack, ns	cells
finish	0.398	0.567	1112
global route	0.398	0.610	1112
CTS	0.398	0.570	1112
detailed placement	0.378	0.562	1088
global placement	0.378	0.543	1088
floorplan	-	0.483	677
==> sequential cells by signal, summed over array words and instances, names as in the netlist <==
register,flops
rden_ack,1
wren_ack,1
wrptr,32
fifo_array[-1],35
fifo_array,35
rdptr,32
==> power groups by stage <==
stage                 logic (mW)  clock network, mW  registers, mW
after CTS                 0.0563              0.632          0.702
after global routing      0.0607              0.659          0.703
final                     0.0557              0.614          0.702
==> cell type report <==
cell class | instances | area [um^2] | area share
clock buffers | 14 | 350 | 0.0386
flip-flops and latches | 136 | 3420 | 0.378
inverters | 13 | 48.8 | 0.00538
repair buffers | 148 | 1460 | 0.161
well taps | 313 | 392 | 0.0432
multi-input cells | 478 | 3280 | 0.362
clock inverters | 10 | 106 | 0.0117
==> logic make-up (layout without fill, tap and decap cells) <==
| group | after synthesis | after routing | share of synthesized area |
|---|---|---|---|
| xor gates and xnor gates | 78 | 78 | 0.0995 |
| DFF | 136 | 136 | 0.489 |
| buffers and inverters | 63 | 185 | 0.0438 |
| muxes | 40 | 40 | 0.0634 |
| AOI/OAI and AO/OA | 90 | 90 | 0.0891 |
| and+or+nand+nor | 267 | 267 | 0.210 |
| adders and majority gates | 3 | 3 | 0.00536 |
==> final timing paths <==
path	startpoint	end	slack, ns	cells after the start
setup reg to reg	wrptr[2]	fifo_array[-1][28]	4.15	9
max in group clk1	wrptr[2]	fifo_array[-1][28]	4.15	9
min in group clk1	wrptr[22]	wrptr[22]	0.61	2
hold / removal	rdptr[29]	rdptr[29]	0.57	2
setup / recovery	wrptr[1]	full	2.62	9
hold reg to reg	rdptr[29]	rdptr[29]	0.57	2
==> tightest hold or removal path: stages, from the launching register on <==
cell     delay (ns)
dfxtp_1        0.36
o21ai_0        0.09
a21oi_1        0.06
No activity file was given, so power comes from the tool's default toggle rates.
