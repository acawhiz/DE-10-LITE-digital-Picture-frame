**flow/design.v**
```verilog
`timescale 10ns/1ns 
module FIFO #(parameter DATA_WIDTH=12,ADDR_WIDTH=3)(
  input clk_wr,clk_rd, rst_n,
  input [DATA_WIDTH-1:0] DataIn,
  output   [DATA_WIDTH-1:0] DataOut,
 (*keep=1*) output empty,
 (*keep=1*)  output full,
  input rden, wren,clear,
  output reg [ADDR_WIDTH-1:0] wrptr,
  output reg [ADDR_WIDTH-1:0] rdptr
	);
	reg [DATA_WIDTH-1:0] fifo_array[(2**ADDR_WIDTH)-1:0];
 	reg rden_ack=1'b0;
	reg wren_ack=1'b0;
always@(posedge clk_wr)
begin
	if(!rst_n)
		begin
			wrptr={ADDR_WIDTH{1'b0}};
		end
	else if (clear)
		wrptr={ADDR_WIDTH{1'b0}};
	else if (wren & !full  ) begin 
		fifo_array[wrptr]=DataIn;
		wrptr=wrptr+1'b1;
	end
end	
always@(posedge clk_rd)
begin
	if(!rst_n)
		rdptr={ADDR_WIDTH{1'b0}};
	else if (clear)
		rdptr={ADDR_WIDTH{1'b0}};	
	else if (rden &   !empty)  
		rdptr=rdptr+1'b1;
end	
always @(posedge clk_rd) begin
	if (!rden & rden_ack)
		rden_ack = 1'b0;
	else if (rden & !rden_ack)
		rden_ack = 1'b1;
end
always @(posedge clk_wr) begin
	if (!wren & wren_ack)
		wren_ack = 1'b0;
	else if (wren & !wren_ack)
		wren_ack = 1'b1;
end
assign DataOut=fifo_array[rdptr];
assign full = (  ((wrptr +1'b1) == {1'b1,rdptr} )| ((wrptr + 1'b1) == rdptr) )?1'b1:1'b0;
assign empty = (wrptr==rdptr)?1'b1:1'b0;
endmodule
```
**flow/run.sh**
```bash
#!/bin/bash
# OpenROAD 26Q1-2900-gdf79404cd8, Yosys 0.63+post, stock flow scripts
make -C /OpenROAD-flow-scripts/flow DESIGN_CONFIG=/design/flow/config.mk WORK_HOME=/design/flow/orfs finish
```
**flow/config.mk**
```make
export PLATFORM = sky130hd
export DESIGN_NAME = FIFO
export DESIGN_NICKNAME = FIFO
export VERILOG_FILES = /design/flow/design.v
export SDC_FILE = /design/flow/constraint.sdc
export NUM_CORES = 4
export LEC_CHECK = 1
export CORE_UTILIZATION = 30
```
**flow/constraint.sdc**
```tcl
current_design FIFO

set clk_period 5.5
set clk_io_pct 0.2

create_clock -name clk0 -period $clk_period [get_ports {clk_rd}]
create_clock -name clk1 -period $clk_period [get_ports {clk_wr}]

set non_clock_inputs [all_inputs -no_clocks]
set_input_delay [expr $clk_period * $clk_io_pct] -clock clk0 $non_clock_inputs
set_output_delay [expr $clk_period * $clk_io_pct] -clock clk0 [all_outputs]
```
==> flow_summary.rst <==
Implementation results
======================

.. list-table::
   :header-rows: 1

   * - Metric
     - Value
   * - Result of the run
     - finished clean
   * - Number of rows in the core area
     - roughly 42
   * - Multi-input combinational cell area
     - 1089 µm²
   * - DIE AREA
     - 14270 µm²
   * - Share of async-settable or async-resettable flops after synthesis
     - 0%
   * - Post-cts resize count
     - 0
   * - Placement-stage worst setup slack
     - 2.029 ns
   * - Leakage Power
     - 0.001620 µW
   * - Placed instance count
     - 406
   * - Slowest cell on crit path
     - dfxtp_2
   * - Number of max-slew violations in the final report
     - 0
   * - Most instantiated logic cells after routing
     - edfxtp_1 (96), clkdlybuf4s50_1 (36), mux4_2 (20), mux2_2 (12), clkbuf_16 (12)
   * - Synth Flop Type
     - edfxtp_1
   * - Average instance area after synthesis
     - between 20 and 25 µm²
   * - Core Util at FP
     - 31.02%
   * - Fillers
     - 1194
   * - Power density cells
     - 321.5 nW/µm²
   * - Storage element area
     - 3004 µm²
   * - WL per Instance
     - 17.77 µm
   * - Post-synthesis sequential area ratio
     - 72.53%
   * - Post-synthesis to final-layout area growth
     - 24.15%
   * - Kind of end point of the critical path
     - output port
   * - Number of cells in Yosys stat
     - approximately 190
   * - Number of cells traversed by the worst hold path
     - 2
   * - FF-to-FF End
     - fifo_array[4][10]
   * - Aggregate routed wire length
     - 7569 µm
   * - Overall Global Routing Usage
     - 12.23%
   * - Required time of the critical path
     - 4.40 ns
   * - Reg-to-reg startpoint
     - rdptr[1]
   * - Total number of vias
     - 2011
   * - Crit Path Class
     - flip-flop to output port
   * - Quantity of hold-fixing buffers added after cts
     - 0
   * - Worst Max-Slew Pin Slew
     - 0.5777 ns
   * - Count of max-cap constraint violations
     - 0
   * - IO Port Bufs
     - 36
   * - Worst r2r path cells
     - 6
   * - CTS tree
     - yes
   * - WHS Endpoint
     - wrptr[1]
   * - Number of global-route vias before repair
     - 2198
   * - Post-CTS Setup Inserts
     - 0
   * - Combined area of all synthesized cells
     - 4140 µm²
   * - Fin worst setup slack
     - 1.856 ns
   * - Endpoints failing hold
     - 0
   * - Critical-path maximum fanout
     - 15
   * - Total number of clock tree sinks
     - just over 100
   * - Overall die height
     - around 120 µm
   * - Nature of the critical path startpoint
     - flip-flop
   * - Initial detailed-routing violation count
     - between 150 and 200
   * - Most frequent logic cell in the layout
     - edfxtp_1
   * - Top-Level Pins
     - 38
   * - Worst clock skew
     - 0.004111 ns
   * - Diodes inserted
     - 0
   * - Number of enable-type register cells in the synthesized netlist
     - 96
   * - Remaining DRCs
     - 0
   * - Final non-filler cell total
     - 426
   * - Placed wire-length estimate
     - 4365 µm
   * - Core ar.
     - 13350 µm²
   * - Aggregate global routing overflow
     - 0
   * - Cell count after synthesis
     - 194
   * - FF-to-FF setup slack
     - 3.01 ns
   * - Slew headroom
     - 61.44%
   * - Number of warnings in the stage logs
     - 26
   * - Final-layout setup total negative slack
     - 0 ns
   * - Number of nets with antenna violations after detailed routing
     - 0
   * - Unrepaired setup endpoints after global routing
     - false
   * - Yosys reg bits
     - 102
   * - Die width
     - 119.5 µm
   * - Maximum number of pins on one net before global-route repair
     - 19
   * - Hold path start
     - wrptr[1]
   * - Worst path max stage delay
     - 0.64 ns
   * - Final setup fails
     - 0
   * - Wire length of the first global-routing pass
     - 12080 µm
   * - Min-Delay Path Class
     - flip-flop to flip-flop
   * - Library cells used by synthesis
     - 34
   * - GP Congestion
     - 0.7696
   * - Share of layout cells above drive strength 1
     - 29.20%
   * - Ordered cell list for the critical path
     - buf_4 -> mux4_1 -> mux2_2 -> clkdlybuf4s50_1
   * - Final design utilization
     - 38.51%
   * - Worst VDD drop
     - 0.0001572 V
   * - Yosys warning total
     - 1
   * - Area of the synthesized netlist per yosys stat
     - 4140 µm²
   * - Number of vias per cell after detailed routing
     - about 4.7
   * - DRT Pass-1 Iters
     - 4
   * - Clock edge transition at the registers on the reported setup and hold paths
     - about 0.060 ns
   * - Crit path DAT
     - 2.54 ns
   * - Initial antenna violation count
     - 0
## where the power goes
part           internal, µW  switching, µW  total, µW
registers               853           4.42        857
logic                  36.5           26.6       63.0
clock network           451            281        732
## cells in the mapped netlist (2+ instances only)
cell type  count  share of area [%]
clkbuf_1       2               0.18
nor3_1         5               0.60
nor4_1         2               0.30
mux2_2        12                3.3
buf_2          2               0.24
mux4_1         4                2.5
xor2_1         7                1.5
ha_1           2               0.60
buf_6          4                1.1
nand3_1        2               0.24
nand2_1        3               0.27
edfxtp_1      96                 70
nor2_1         7               0.63
buf_4          2               0.36
mux4_2        20                 11
dfxtp_1        6                2.9
## worst max-delay path: cells and delay by family, from the launching register on
family / cells / cell delay (ns)
buffers and inverters: 2 / 0.80
flip-flops: 1 / 0.64
multiplexers: 2 / 0.86
## how the worst max path moves through the flow
stage	end	slack, ns	start
after CTS	DataOut[6]	1.80	rdptr[0]
after global routing	DataOut[6]	1.68	rdptr[0]
final	DataOut[6]	1.86	rdptr[0]
## sequential cells by signal, indices dropped and copies added (netlist names)
name	cells
wrptr	3
fifo_array	96
rdptr	3
## layout make-up
| type | instances | share of cell area [%] |
|---|---|---|
| clock buffers | 13 | 5.915 |
| clock inverters | 7 | 1.558 |
| multi-input cells | 81 | 21.18 |
| flip-flops and latches | 102 | 58.45 |
| well taps | 176 | 4.284 |
| repair buffers | 47 | 8.617 |
## metal layers
| layer | global-route usage [%] | vias up | part of all wire (%) |
|---|---|---|---|
| met5 | 0 | - | 0 |
| met4 | 1.797 | 0 | 1.2 |
| met3 | 7.339 | 8 | 11 |
| met2 | 18.35 | 94 | 48 |
| met1 | 16.31 | 1009 | 40 |
| li1 | - | 900 | - |
## logic make-up after synthesis
logic type | after synthesis | synth area share (%)
buffers and inverters | 11 | 1.964
DFF | 102 | 72.53
and+or+nand+nor | 27 | 3.808
xor gates and xnor gates | 9 | 2.720
adders and majority gates | 2 | 0.6043
AOI/OAI and AO/OA | 6 | 1.451
muxes | 37 | 16.92
## stage by stage
| step | area [µm²] | hold WS, ns | power (µW) |
|---|---|---|---|
| 2_1_floorplan | 4140 | 0.5957 | 901.6 |
| 3_3_place_gp | 4756 | 0.6908 | 937.4 |
| 3_5_place_dp | 4756 | 0.7028 | 938.1 |
| 4_1_cts | 5140 | 0.7173 | 1669 |
| 5_1_grt | 5140 | 0.7834 | 1705 |
| 6_report | 5140 | 0.7119 | 1653 |
Power figures rest on the tool's default switching activity, not on a simulated workload.
